$ cat /design/flow/constraint.sdc
current_design Reg_W

set clk_period 1.0
set clk_io_pct 0.2

create_clock -name clk0 -period $clk_period [get_ports {clk}]

set non_clock_inputs [all_inputs -no_clocks]
set_input_delay [expr $clk_period * $clk_io_pct] -clock clk0 $non_clock_inputs
set_output_delay [expr $clk_period * $clk_io_pct] -clock clk0 [all_outputs]
$ cat /design/flow/design.v
`timescale 1ns/1ns
module Reg_W(clk, rst, instr_w, PC_w, aluout_w, memout_w, hiout_w, loout_w, cp0out_w, InstrW, PCW, AluOutW, MemOutW, HiOutW, LoOutW, CP0outW);  
    input clk;
	input rst;
	input [31:0] instr_w;
	input [31:2] PC_w;
	input [31:0] aluout_w;
	input [31:0] memout_w;
	input [31:0] hiout_w;
	input [31:0] loout_w;
	input [31:0] cp0out_w;
	output [31:0] InstrW;
	output [31:2] PCW;
	output [31:0] AluOutW;
	output [31:0] MemOutW;
	output [31:0] HiOutW;
	output [31:0] LoOutW;
	output [31:0] CP0outW;
	reg [31:0] instr_reg;
	reg [31:2] PC_reg;
	reg [31:0] aluout_reg;
	reg [31:0] memout_reg;
	reg [31:0] hiout_reg;
	reg [31:0] loout_reg;
	reg [31:0] cp0out_reg;
	assign InstrW = instr_reg;
	assign PCW = PC_reg;
	assign AluOutW = aluout_reg;
	assign MemOutW = memout_reg;
	assign HiOutW = hiout_reg;
	assign LoOutW = loout_reg;
	assign CP0outW = cp0out_reg;
	always@(posedge clk)
	begin
	    if(rst)
		begin
		    instr_reg = 32'b0;
			PC_reg = 30'b0;
			aluout_reg = 32'b0;
			memout_reg = 32'b0;
			hiout_reg = 32'b0;
			loout_reg = 32'b0;
			cp0out_reg = 32'b0;
		end
		else 
		begin
		    instr_reg = instr_w;
			PC_reg = PC_w;
			aluout_reg = aluout_w;
			memout_reg = memout_w;
			hiout_reg = hiout_w;
			loout_reg = loout_w;
			cp0out_reg = cp0out_w;
		end
	end
endmodule
$ cat /design/flow/config.mk
export PLATFORM = sky130hd
export DESIGN_NAME = Reg_W
export DESIGN_NICKNAME = Reg_W
export VERILOG_FILES = /design/flow/design.v
export SDC_FILE = /design/flow/constraint.sdc
export NUM_CORES = 4
export LEC_CHECK = 1
export CORE_AREA = 10 10 198 198
export DIE_AREA = 0 0 208 208
$ cat /design/flow/run.sh
#!/bin/bash
# OpenROAD 26Q1-2900-gdf79404cd8, Yosys 0.63+post, stock flow scripts
make -C /OpenROAD-flow-scripts/flow DESIGN_CONFIG=/design/flow/config.mk WORK_HOME=/design/flow/orfs finish
==> flow_metrics.tcl <==
# metrics dict for downstream scripts
set metrics [dict create \
    hp-class "in -> reg" \
    max_stage_delay_ns 0.37 \
    yosysWarnings 1 \
    clock.fmax_mhz 825 \
    power_density_nw_per_um2 1960 \
    avgSynthCellArea_um2 12.7 \
    cts_num_sinks 222 \
    power.leakage_nw 4.94 \
    postRouteAntennaNets 0 \
    wl_per_cell_um 16.5 \
    startpoint "loout_reg[7]" \
    critical_path.top_delay_family "flip-flops" \
    die.size.y_um 208 \
    max_cap_viol_count 0 \
    syn2layout_area_growth_pct 87.5 \
    grt_pass1_wl_um 34300 \
    yosysUniqueCellTypes 4 \
    synth_top_area_share_pct 74.7 \
    critPathMaxFanout 1 \
    ios 446 \
    grt_overflow_total 0 \
    endpoint "LoOutW[7]" \
    cts_root_buffer "clkbuf_16" \
    netlist_instances 468 \
    arrival_ns 1.01 \
    synth_top_cell_by_area "dfxtp_1" \
    warning_count 27 \
    initial_core_util_pct 17.1 \
    holdWs_ns 0.214 \
    gr-usage-all-layers_pct 10.5 \
    setup_ws_ns -0.212 \
    cts_made_buffers 26 \
    vias_per_cell 3.32 \
    firstDrtPassIters 4 \
    setup_tns_ns -28.25 \
    place.detailed.hpwl_um 18800 \
    max_slew_margin_pct 83.5 \
    rsz0062_at_grt "true" \
    critical_path_buf_inv_count 1 \
    worstSetupEndpointType "primary output" \
    clockBufferDepth 3 \
    report.final.slew_viol_count 0 \
    h-tree-depth 1 \
    ys_ff 222 \
    vdd_drop_max_mv 1.25 \
    tightest_slew_ns 0.247 \
    drive_above_1_share_pct 35.5 \
    fin_crit_ns 1.21 \
    drtIter0Drc 100 \
    setup_viol 222 \
    hold_viol_final 0 \
    grt_start_max_net_pins 53 \
    postLayoutCoreUtil_pct 32.1 \
    fin_crit_sh_pct 121 \
    post_cts_buffers 0 \
    clk_pin_slew_ns 0.06 \
    cp_num_cells 1 \
    design.core.area_um2 34700 \
    io_buffers 445 \
    yosysSeqAreaShare_pct 74.7 \
    drc 0 \
    path_class "reg -> out" \
    die_x_um 208 \
    drt-total-wl_um 23400 \
    die_area_um2 43300 \
    antenna_found_initial 1 \
    row_count 68 \
    synthTopCellsByArea "dfxtp_1 75%, nor2b_1 23%, buf_2 1.7%" \
    gp_congestion 0.872 \
    synth_area_um2 5950 \
    cts_tree "built" \
    finalInstanceArea_um2 11200 \
    vias 4714 \
    start_kind "flop" \
    cp.required_ns 0.80 \
    dp_slack_ns -0.210 \
    grt_pass1_vias 5004 \
    crit_chain "buf_6" \
    synth-area-yosys_um2 5950 \
    status "finished with violations" \
    violations "negative setup slack" \
    placed_area_um2 11100 \
    yosys-stat-cells 468 \
    slowest_stage "dfxtp_4" \
]
-- cell usage after synthesis --
cell type  number
dfxtp_1       222
clkbuf_1        4
buf_2          20
nor2b_1       222
-- worst min-delay path by stage --
stage           startpoint              to  slack, ns  cells past startpoint
finish        memout_w[19]  memout_reg[19]       0.21                      2
global route    hiout_w[7]    hiout_reg[7]       0.20                      2
CTS               PC_w[30]      PC_reg[30]       0.18                      2
-- area by class of cell --
type / count / area (um^2)
Antenna cell: 1 / 2.50
Clock buffer: 35 / 746
Clock inverter: 13 / 225
Fill cell: 3528 / 23600
Multi-Input combinational cell: 222 / 1410
Sequential cell: 222 / 4500
Tap cell: 455 / 569
Timing Repair Buffer: 472 / 3700
-- repair_timing --
item                                    in CTS  in global routing
endpoints found under the hold margin        7                  0
pin swaps                                    0                  0
endpoints found under the setup margin     222                248
gates resized                              763                 33
hold buffers                                 1                  0
-- layout by cell type, fill, tap and decap left out --
master           instances
clkdlybuf4s50_1        222
nor2b_1                214
buf_2                  212
dfxtp_1                181
dfxtp_2                 39
clkbuf_16               27
buf_4                   18
buf_6                   12
nor2b_2                  8
buf_12                   7
bufinv_16                6
clkbuf_1                 4
clkbuf_8                 4
clkinv_2                 4
dfxtp_4                  2
diode_2                  1
inv_6                    1
clkinv_4                 1
clkinvlp_4               1
dlygate4sd3_1            1
-- kinds of logic after synthesis --
logic type / after synthesis / synth area share [%]
buf+inv: 24 / 1.94
flops: 222 / 74.7
simple gates: 222 / 23.3
-- metal layers --
metal	vias to the layer above	track usage [%]	share of wire (%)
li1	2362	-	-
met1	2069	12.5	39
met2	247	17.4	48
met3	36	4.36	11
met4	0	2.02	2.1
met5	-	0	0
-- power by group --
group	internal, W	switching (W)
Combinational	0.00140	0.000523
Clock	0.00678	0.00373
Sequential	0.00934	0.000112
Total	0.0175	0.00437
-- per-stage QoR --
step	std cells	total power, W
4_1_cts	1419	0.0222
5_1_grt	1419	0.0227
2_1_floorplan	468	0.00991
3_5_place_dp	1370	0.0120
6_report	1420	0.0219
3_3_place_gp	1370	0.0120
No activity file was given, so power comes from the tool's default toggle rates.
