### design/flow/run.sh
#!/bin/bash
# OpenROAD 26Q1-2900-gdf79404cd8, Yosys 0.63+post, stock flow scripts
make -C /OpenROAD-flow-scripts/flow DESIGN_CONFIG=/design/flow/config.mk WORK_HOME=/design/flow/orfs finish
### design/flow/config.mk
export PLATFORM = sky130hd
export DESIGN_NAME = RegFile
export DESIGN_NICKNAME = RegFile
export VERILOG_FILES = /design/flow/design.v
export SDC_FILE = /design/flow/constraint.sdc
export NUM_CORES = 4
export LEC_CHECK = 1
export CORE_UTILIZATION = 50
### design/flow/constraint.sdc
current_design RegFile

set clk_period 15.8
set clk_io_pct 0.2

create_clock -name clk0 -period $clk_period [get_ports {clk}]

set non_clock_inputs [all_inputs -no_clocks]
set_input_delay [expr $clk_period * $clk_io_pct] -clock clk0 $non_clock_inputs
set_output_delay [expr $clk_period * $clk_io_pct] -clock clk0 [all_outputs]
### design/flow/design.v
`timescale 1ns/1ns
module RegFile(clk, we, reset, w_adrs, w_data, adrs1, adrs2, data1, data2);
    input clk;
	input we;
	input reset;
	input [4:0] w_adrs;
	input [31:0] w_data;
	input [4:0] adrs1;
	input [4:0] adrs2;
	output [31:0] data1;
	output [31:0] data2;
	reg [31:0] register[31:0];
	integer i;
	assign data1 = (w_adrs == adrs1 && w_adrs != 'd0) ? w_data : register[adrs1];
	assign data2 = (w_adrs == adrs2 && w_adrs != 'd0) ? w_data : register[adrs2];
	always @(posedge clk)
	begin
	    if(reset)
		begin
		    for(i=0;i<=31;i=i+1)
			    register[i] = 32'b0;
			register[28] = 32'h00001800;
			register[29] = 32'h00002ffc;
		end
	    else
		begin
			if(we)
			begin
			    if(w_adrs != 0)
					register[w_adrs] = w_data;
			end
		end
	end
endmodule
==> PnR_summary.wiki <==
== Implementation results ==
{| class="wikitable"
! Metric !! Value
|-
| Max FFs per register || 1024
|-
| Count of cells resized by post-cts repair || 0
|-
| Longest Clk Path Bufs || 3
|-
| Number of setup buffers added after CTS || 0
|-
| Routed wire per std cell || 38.4 um
|-
| Pin slew with the least headroom to its limit || 913 ps
|-
| Number of clock buffers inserted by TritonCTS || 113
|-
| First-pass GRT wire length || 277000 um
|-
| Number of maximum-capacitance constraint violations || 0
|-
| YS chip area || 54700 sq um
|-
| Largest type area fraction || 56.2%
|-
| Crit end category || output port
|-
| Overall chip area || 111000 sq um
|-
| Maximum fanout along the worst path || 56
|-
| Total gr overflow || 0
|-
| Power density over cell area || 110 nW/um^2
|-
| Crit path launch || adrs2[2]
|-
| Post-synthesis sequential area ratio || 56.2%
|-
| Post-route DRC violation count || 0
|-
| Cycle use final || 66.2%
|-
| Most area-hungry cell type in the Yosys netlist || sky130_fd_sc_hd__edfxtp_1
|-
| Critical path data arrival time || 7300 ps
|-
| Fmax || 95.6 MHz
|-
| Classification of the worst setup path || primary input to output port
|-
| Min-delay src || reset
|-
| Total length of routed wires || 195000 um
|-
| Post-CTS Hold Fix Bufs || 0
|-
| I/O pins || 114
|-
| Sequential Power Share || 47.8%
|-
| Worst IR Drop VDD || 0.0972 mV
|-
| Tool Warnings || 26
|-
| Average size of a mapped cell || 15.3 sq um
|-
| Drt via density || 6.76
|-
| Final max-slew violation count || 0
|-
| Most common cell in the synthesized netlist || sky130_fd_sc_hd__edfxtp_1
|-
| Run status || complete, no violations
|-
| Number of cell rows || 120
|-
| Routability cong. || 0.981
|-
| Number of H-tree branching levels || 3
|-
| Most common flop cell mapped by yosys || sky130_fd_sc_hd__edfxtp_1
|-
| Required time worst endpoint || 12640 ps
|-
| Post-synthesis register bit count || 1024
|-
| Clock root cell || sky130_fd_sc_hd__clkbuf_16
|-
| Initial DRT Pass Iterations || 7
|-
| Core area || 108000 sq um
|-
| Share of the core filled by cells before placement || 50.7%
|-
| Setup TNS || 0 ps
|-
| GRT Resource Usage Total || 40.1%
|-
| Combinational gate area || 22400 sq um
|-
| Sw Pwr || 1.66 mW
|-
| Netlist Area Pre-Place || 54700 sq um
|-
| Final number of hold-violating endpoints || 0
|-
| Clock tree from TritonCTS || built
|-
| Fraction of power spent switching nets || 24.7%
|-
| Slew Limit Headroom || 39.1%
|-
| Area growth from synthesis to final layout || 11.4%
|-
| TritonCTS sink count || 1024
|-
| Leakage power summed over all cells || 20.9 nW
|-
| Combinational share of power || 12.5%
|-
| Count of instantiated cells in the yosys netlist || 3566
|-
| Largest net degree at the start of global routing || 86
|-
| Proportion of layout cells with a drive suffix above 1 || 24.4%
|-
| Port bufs || 113
|-
| Count of vias placed by the detailed router || 34400
|-
| Register clock-pin slew on the reported worst setup and hold paths || 50 ps
|-
| Min Clock Period, post-route || 10460 ps
|-
| Fill cell total of the finished layout || 7992
|-
| Routed Antenna Nets || 0
|-
| Setup repair after global routing missed its margin || false
|-
| Die width || 333 um
|-
| Number of global-route vias before repair || 38200
|-
| Cell count after synthesis || 3566
|-
| Sequential cell area || 30700 sq um
|-
| Vert. Die Dim || 333 um
|-
| Cell types with the largest area share after synthesis || sky130_fd_sc_hd__edfxtp_1 (56%), sky130_fd_sc_hd__mux4_2 (20%), sky130_fd_sc_hd__and2_1 (11%), sky130_fd_sc_hd__mux2i_1 (2.7%), sky130_fd_sc_hd__clkbuf_1 (1.7%)
|-
| Initial drt markers || 2391
|-
| Post-synth tally of flip-flops with integrated enable || 1024
|-
| Post-detailed-placement half-perimeter wirelength || 112000 um
|-
| Final Setup Violations || 0
|-
| Share of the core filled with cells || 56.5%
|-
| Path type of the worst min-delay path || primary input to register
|-
| Fraction of synthesis flops using an asynchronous set or reset pin || 0%
|-
| Part of the power in the clock network || 39.7%
|-
| Top cells by instance count after synthesis || sky130_fd_sc_hd__edfxtp_1 (1024), sky130_fd_sc_hd__and2_1 (982), sky130_fd_sc_hd__mux4_2 (480)
|-
| Internal power component || 5.07 mW
|-
| Synthesis warning total || 1
|-
| Number of antenna violations at the first check in global routing || 14
|-
| Distinct cell type count after synthesis || 45
|-
| Critical Path Source Type || primary input
|}
-- cell families (layout without fill, tap and decap cells) --
family,after synthesis,after routing,synth area share (%)
flip-flops,1024,1024,56.2
AND/OR/NAND/NOR,1157,1157,12.9
AND-OR/OR-AND,342,342,4.60
buffers and inverters,404,478,3.62
other,1,45,0.00685
multiplexers,630,630,22.5
XOR/XNOR,8,8,0.128
-- metal layers --
layer | GRT usage (%) | wire [um] | vias up
met4 | 14.0 | 8280 | 26
met2 | 53.1 | 85700 | 3124
met3 | 36.9 | 42100 | 520
met5 | 6.73 | 727 | -
li1 | - | - | 13900
met1 | 46.4 | 58400 | 16800
-- path summary, 6_finish.rpt --
path,depth (start not counted),slack (ps),to
worst max-delay path,9,5340,data2[5]
worst min-delay path,2,3180,register[0][9]
-- power groups by stage --
| stage | sequential (mW) | clock (mW) | combinational [mW] |
|---|---|---|---|
| 4_1_cts | 3.21 | 2.69 | 0.825 |
| 5_1_grt | 3.23 | 2.79 | 0.876 |
| 6_report | 3.21 | 2.67 | 0.841 |
-- per-stage QoR --
stage          worst slack [ps]  power, mW  cell area [sq um]  hold slack, ps  cells
2_1_floorplan              8090       3.72              54800            3340   3597
3_3_place_gp               5450       4.07              57200            3870   4866
3_5_place_dp               5490       4.09              57200            3880   4866
4_1_cts                    5480       6.73              60900            3140   5074
5_1_grt                    5310       6.90              60900            3170   5079
6_report                   5340       6.72              60900            3180   5087
-- final cells by class --
class / instances / area share [%]
tap: 1403 / 2.88
multi-input combinational: 2169 / 36.7
inverter: 2 / 0.0123
sequential: 1024 / 50.5
clock inverter: 73 / 1.22
timing repair buffer: 268 / 3.80
antenna: 13 / 0.0534
clock buffer: 135 / 4.85
-- cells in the final DEF, fill, tap and decap left out, types with 5 or more instances in the layout --
cell,instances
sky130_fd_sc_hd__clkbuf_16,115
sky130_fd_sc_hd__and2_1,981
sky130_fd_sc_hd__diode_2,13
sky130_fd_sc_hd__o22ai_1,94
sky130_fd_sc_hd__a22o_1,62
sky130_fd_sc_hd__clkinv_1,25
sky130_fd_sc_hd__nand3b_1,6
sky130_fd_sc_hd__mux2i_1,148
sky130_fd_sc_hd__clkdlybuf4s50_1,103
sky130_fd_sc_hd__buf_8,6
sky130_fd_sc_hd__clkinvlp_4,5
sky130_fd_sc_hd__edfxtp_1,1024
sky130_fd_sc_hd__clkinv_2,23
sky130_fd_sc_hd__a311oi_1,10
sky130_fd_sc_hd__o21ai_0,19
sky130_fd_sc_hd__conb_1,32
sky130_fd_sc_hd__o211ai_1,31
sky130_fd_sc_hd__clkbuf_1,20
sky130_fd_sc_hd__bufinv_16,15
sky130_fd_sc_hd__a22oi_1,52
sky130_fd_sc_hd__nand3_1,25
sky130_fd_sc_hd__a221oi_1,31
sky130_fd_sc_hd__or2_2,31
sky130_fd_sc_hd__nor2_4,30
sky130_fd_sc_hd__nand2_1,7
sky130_fd_sc_hd__xnor2_1,8
sky130_fd_sc_hd__or3_1,13
sky130_fd_sc_hd__o21ai_1,15
sky130_fd_sc_hd__a211oi_1,21
sky130_fd_sc_hd__nor3_1,32
sky130_fd_sc_hd__mux4_2,480
sky130_fd_sc_hd__buf_4,154
sky130_fd_sc_hd__nor2_1,8
-- worst max-delay path, stage by stage --
cell and delay [ps]:
sky130_fd_sc_hd__buf_8 410, sky130_fd_sc_hd__buf_4 640, sky130_fd_sc_hd__buf_4 650, sky130_fd_sc_hd__buf_4 520, sky130_fd_sc_hd__mux4_2 280, sky130_fd_sc_hd__o22ai_1 110, sky130_fd_sc_hd__a211oi_1 700, sky130_fd_sc_hd__a22o_1 240
sky130_fd_sc_hd__clkdlybuf4s50_1 470
Power and IR drop assume default switching activity.
