==> ./design.v <==
`timescale 1ns/1ns
module Reg_M(clk, rst, we, clear, instr_m, PC_m, reg_num2_m, aluout_m, hiout_m, loout_m, cp0out_m, InstrM, PCM, RegNum2M, AluOutM, HiOutM, LoOutM, CP0outM);
    input clk;
	input rst;
	input clear;
	input we;
	input [31:0] instr_m;
	input [31:2] PC_m;
	input [31:0] reg_num2_m;
	input [31:0] aluout_m;
	input [31:0] hiout_m;
	input [31:0] loout_m;
	input [31:0] cp0out_m;
	output [31:0] InstrM;
	output [31:2] PCM;
	output [31:0] RegNum2M;
	output [31:0] AluOutM;
	output [31:0] HiOutM;
	output [31:0] LoOutM;
	output [31:0] CP0outM;
	reg [31:0] instr_reg;
	reg [31:2] PC_reg;
	reg [31:0] regnum2_reg;
	reg [31:0] aluout_reg;
	reg [31:0] hiout_reg;
	reg [31:0] loout_reg;
	reg [31:0] cp0out_reg;
	assign InstrM = instr_reg;
	assign PCM = PC_reg;
	assign RegNum2M = regnum2_reg;
	assign AluOutM = aluout_reg;
	assign HiOutM = hiout_reg;
	assign LoOutM = loout_reg;
	assign CP0outM = cp0out_reg;
	always@(posedge clk)
	begin
	    if(rst || clear)
		begin
		    instr_reg = 32'b0;
			PC_reg = 30'b0;
			regnum2_reg = 32'b0;
			aluout_reg = 32'b0;
			hiout_reg = 32'b0;
			loout_reg = 32'b0;
			cp0out_reg = 32'b0;
		end
		else if(we)
		begin
			instr_reg = instr_m;
			PC_reg = PC_m;
			regnum2_reg = reg_num2_m;
			aluout_reg = aluout_m;
			hiout_reg = hiout_m;
			loout_reg = loout_m;
			cp0out_reg = cp0out_m;
		end
	end
endmodule
==> ./run.sh <==
#!/bin/bash
# OpenROAD 26Q1-2900-gdf79404cd8, Yosys 0.63+post, stock flow scripts
make -C /OpenROAD-flow-scripts/flow DESIGN_CONFIG=/design/flow/config.mk WORK_HOME=/design/flow/orfs finish
==> ./config.mk <==
export PLATFORM = sky130hd
export DESIGN_NAME = Reg_M
export DESIGN_NICKNAME = Reg_M
export VERILOG_FILES = /design/flow/design.v
export SDC_FILE = /design/flow/constraint.sdc
export NUM_CORES = 4
export LEC_CHECK = 1
export CORE_AREA = 10 10 223 223
export DIE_AREA = 0 0 233 233
==> ./constraint.sdc <==
current_design Reg_M

set clk_period 5.9
set clk_io_pct 0.2

create_clock -name clk0 -period $clk_period [get_ports {clk}]

set non_clock_inputs [all_inputs -no_clocks]
set_input_delay [expr $clk_period * $clk_io_pct] -clock clk0 $non_clock_inputs
set_output_delay [expr $clk_period * $clk_io_pct] -clock clk0 [all_outputs]
==> GITHUB_STEP_SUMMARY <==
## PnR job results

| Metric | Value |
|---|---|
| Part of the total power dissipated in the clock network | 0.449 |
| DP HPWL | 20.4 mm |
| Die width | 233 µm |
| Number of search-and-repair iterations in the first detailed-routing pass | 4 |
| Die ar. | 0.0543 mm² |
| Vias per cell | 3.67 |
| Clock Skews | 0 ns |
| Commonest Layout Cell | sky130_fd_sc_hd__clkdlybuf4s50_1 |
| Number of violations of the max-capacitance limit | 0 |
| Depth of the CTS H-tree | 1 |
| Start-to-end type of the worst setup path | flip-flop to primary output |
| Overflow left after global routing | 0 |
| Standard-cell row count | 77 |
| Buffers from clock root to sink, at most | 3 |
| Type of destination of the critical path | primary output |
| Vias in the first global route | 6572 |
| Synth-to-layout area growth | 71.2% |
| Resized cells post-CTS | 0 |
| Residual DRC count | 0 |
| GR Util met3 | 0.0419 |
| Setup-failing EPs final | 0 |
| Power density normalized to cell area | 266 mW/mm² |
| Synthesized area per cell | 11.1 µm² |
| Switching pwr | 0.776 mW |
| Run status | complete, no violations |
| Maximum number of pins on one net before global-route repair | 115 |
| Data arrival time of the critical path | 1.43 ns |
| Tool warnings | 27 |
| Total area of multi-input combinational cells | 0.00306 mm² |
| Number of distinct library cell variants in the gate-level netlist after synthesis | 8 |
| Setup ws final | 3.29 ns |
| Wirelength per Cell | 15.7 µm |
| Class of the tightest hold or removal check | flip-flop to flip-flop |
| Yosys cell count | 717 |
| Clock-pin slew on the worst setup and hold paths | 0.06 ns |
| Worst stage delay on the critical path | 0.52 ns |
| Number of inserted filler cells in the final layout | 4537 |
| Number of port buffers | 447 |
| Worst IR Drop VDD | 212 µV |
| Minimum clock period after layout | 2.61 ns |
| Detail Route Antenna Nets | 0 |
| Switching power as a share of total power | 0.214 |
| CP top delay family | buffers and inverters |
| Summed instance area of the synthesized netlist | 0.00797 mm² |
| Global-route wire length before repair | 40.2 mm |
| Commonest cells after routing, fill and taps aside | sky130_fd_sc_hd__clkdlybuf4s50_1 (446), sky130_fd_sc_hd__dfxtp_1 (222), sky130_fd_sc_hd__mux2i_1 (222), sky130_fd_sc_hd__nor2_1 (222), sky130_fd_sc_hd__clkbuf_16 (27) |
| Initial core utilization | 0.179 |
| Buf+Inv Stages, Crit Path | 1 |
| Portion of the post-synthesis area used by sequential elements | 0.558 |
| Most congested layer reported by global routing | met2 |
| Post-synth area from yosys stat | 0.00797 mm² |
| Static Leak | 5.49 nW |
| TritonCTS buffer count | 26 |
| Boundary Pins | 448 |
| Met2 track demand over resource in global routing | 0.157 |
| Share of layout cells above drive strength 1 | 0.0345 |
| Total power | 3.62 mW |
| Met1 GRT Util | 0.112 |
| Routed wire length | 27.5 mm |
| Area of the core region | 0.0445 mm² |
| Final total negative setup slack | 0 ns |
| Crit path required time | 4.72 ns |
| Last weighted congestion value of the routability-driven placer | 0.799 |
| Sinks on Clock Net | 222 |
| Global Route Usage Sum | 0.0949 |
| Hold violation total from the final report | 0 |
| Type of origin of the critical path | flip-flop |
| CTS tree | built |
| Sequential cell area | 0.00444 mm² |
| Vert. Die Dim | 233 µm |
| Number of setup buffers added after CTS | 0 |
| Worst skew pair latency | 0.53 ns |
| Place WS | 2.81 ns |
| Initial antenna violation count | 0 |
| Internal Power | 2.85 mW |
| Max-slew violation count | 0 |
| Maximum operating frequency | 0.383 GHz |
| N_diodes | 0 |
| Crit path max fanout | 2 |
| Cell with the biggest individual delay on the critical path | sky130_fd_sc_hd__clkdlybuf4s50_1 |
| Number of synthesized register bits | 222 |
| RSZ-0062 raised after global routing | no |
| Yosys warnings | 1 |
| Post-route clock period utilization | 0.443 |
| Number of buffers inserted for hold repair after clock tree synthesis | 0 |
| Combinational Power Share | 0.117 |
| Gate Count Post-Synth | 717 |
| Post-route worst hold slack | 0.489 ns |
| Relative contribution of sequential cells to total power | 0.435 |
| Cell-by-cell trace of the critical path | clkdlybuf4s50_1 |
| Vias | 6432 |
| Worst Tran Pin Value | 0.758 ns |
| Worst slew margin relative to its limit | 0.495 |
| Clk root buf | sky130_fd_sc_hd__clkbuf_16 |
| Drt first-iter violations | 264 |
[synth_stat cells]
cell type                  number  area, µm²
sky130_fd_sc_hd__dfxtp_1      222       4440
sky130_fd_sc_hd__clkbuf_1       4       15.0
sky130_fd_sc_hd__buf_4         10       75.1
sky130_fd_sc_hd__mux2i_1      222       2220
sky130_fd_sc_hd__nor2_1       222        833
sky130_fd_sc_hd__buf_6         31        349
sky130_fd_sc_hd__or2_1          1       6.26
sky130_fd_sc_hd__buf_2          5       25.0
[metal layers]
layer  up-vias  part of all wire
met1      2917              0.39
met3        29              0.11
met5         -                 0
met4         0             0.024
li1       3216                 -
met2       270              0.47
[area by class of cell]
cell class / count / share of cell area
timing repair buffer: 451 / 0.333
clock buffer: 35 / 0.0525
sequential: 222 / 0.326
tap: 592 / 0.0543
clock inverter: 6 / 0.00954
multi-input combinational: 445 / 0.225
[logic make-up after synthesis]
| logic type | synth area share |
|---|---|
| DFF | 0.558 |
| muxes | 0.279 |
| and+or+nand+nor | 0.105 |
| buffers and inverters | 0.0582 |
[power groups by stage]
stage / combinational (mW) / clock [mW] / sequential [mW]
finish: 0.423 / 1.62 / 1.57
global route: 0.459 / 1.75 / 1.58
CTS: 0.432 / 1.69 / 1.57
[path summary, 6_finish.rpt]
check,endpoint,slack (ns),from,depth (start not counted)
worst max-delay path,InstrM[14],3.29,instr_reg[14],1
worst min-delay path,regnum2_reg[18],0.49,regnum2_reg[18],2
worst max register to register,instr_reg[16],5.22,instr_reg[16],2
worst min register to register,regnum2_reg[18],0.49,regnum2_reg[18],2
[through the flow]
| step | cells | util | cell area, µm² |
|---|---|---|---|
| after floorplan | 717 | - | 7970 |
| after global placement | 1710 | 0.287 | 12800 |
| after detailed placement | 1710 | 0.287 | 12800 |
| after CTS | 1751 | 0.306 | 13600 |
| after global routing | 1751 | 0.306 | 13600 |
| final | 1751 | 0.306 | 13600 |
Power and IR drop assume default switching activity.
